[flow/run.sh]
#!/bin/bash
# OpenROAD 26Q1-2900-gdf79404cd8, Yosys 0.63+post, stock flow scripts
make -C /OpenROAD-flow-scripts/flow DESIGN_CONFIG=/design/flow/config.mk WORK_HOME=/design/flow/orfs finish
[flow/config.mk]
export PLATFORM = sky130hd
export DESIGN_NAME = UUT
export DESIGN_NICKNAME = UUT
export VERILOG_FILES = /design/flow/design.v
export SDC_FILE = /design/flow/constraint.sdc
export NUM_CORES = 4
export LEC_CHECK = 1
export CORE_UTILIZATION = 50
[flow/constraint.sdc]
current_design UUT

set clk_period 9.7
set clk_io_pct 0.2

create_clock -name clk0 -period $clk_period [get_ports {CLK}]

set non_clock_inputs [all_inputs -no_clocks]
set_input_delay [expr $clk_period * $clk_io_pct] -clock clk0 $non_clock_inputs
set_output_delay [expr $clk_period * $clk_io_pct] -clock clk0 [all_outputs]
[flow/design.v]
`timescale 1ns / 1ps
module ControlUnit(
	input CLK,
	input Start,input Return,input Manage,input Confirm,	 
	input Americano,input Ratte,
	input Cup1,input Cup2,input Cup3,input Cup4,input Cup5,
	input Coin50,input Coin100,input Coin500,input Coin1000,
	input Done,input TakeOut,	 
	input Z,input Z2,input Exceed,input Ready,	 
	output Making, output Coffee,
	output DROP50, output DROP100, output DROP500, output DROP1000,
	output RST, 
	output LD_A,output LD_B,output LD_C,output LD_D,output LD_E,output LD_CNT,output LD_MEM,
	output CD_D,output CD_CNT,
	output Sel_DIV_IN,
	output [1:0] Sel_A_IN,output [1:0] Sel_ADD_IN,output [1:0] Sel_DIVISOR,
	output [1:0] Kind,output [2:0] Cups
    );
	 reg RST,Making,Coffee,DROP50,DROP100,DROP500,DROP1000,LD_A,LD_B,LD_C,LD_D,LD_E, LD_CNT,LD_MEM, CD_CNT,CD_D, Sel_DIV_IN;
	 reg [1:0] Sel_A_IN, Sel_ADD_IN, Sel_DIVISOR, Kind;
	 reg [2:0] Cups;
	 reg [5:0] ActState, NextState;
	 parameter INIT  =6'd1;
	 parameter IDLE  =6'd2;
	 parameter COIN0 =6'd3;
	 parameter COIN1 =6'd4;
	 parameter COIN2 =6'd5;
	 parameter COIN3 =6'd6;
	 parameter CHECK =6'd7;
	 parameter CALC  =6'd8;
	 parameter RET0  =6'd9;
	 parameter RET1  =6'd10;
	 parameter RET2  =6'd11;
	 parameter RET3  =6'd12;
	 parameter COFF0 =6'd13;
	 parameter COFF1 =6'd14;
	 parameter CUP0  =6'd15;
	 parameter CUP1  =6'd16;
	 parameter CUP2  =6'd17;
	 parameter CUP3  =6'd18;
	 parameter CUP4  =6'd19;
	 parameter CUP5  =6'd20;
	 parameter RET1a =6'd21;
	 parameter RET1b =6'd22;
	 parameter RET2a =6'd23;
	 parameter RET2b =6'd24;
	 parameter RET3a =6'd25;
	 parameter RET3b =6'd26;
	 parameter MAKE0 =6'd27;
	 parameter MAKE1 =6'd28;
	 parameter MAKE2 =6'd29;
	 parameter MAKE3 =6'd30;
	 parameter MANAGE0 =6'd31;
	 parameter MANAGE1 =6'd32;
	 parameter EXCEED =6'd33;
	 parameter MAKE0a =6'd34;
	 always@(ActState or Start or Americano or Ratte or Exceed or Ready or Return or 
		Manage or Confirm or Done or TakeOut or
		Coin50 or Coin100 or Coin500 or Coin1000 or 
		Cup1 or Cup2 or Cup3 or Cup4 or Cup5 or
		Z or Z2)
		begin
			case(ActState)
				INIT : NextState = IDLE;
				IDLE : begin
					if(Coin50) NextState = COIN0;
					else if(Coin100) NextState = COIN1;
					else if(Coin500) NextState = COIN2;
					else if(Coin1000) NextState = COIN3;
					else if(Americano) NextState = COFF0;
					else if(Ratte) NextState = COFF1;
					else if(Cup1) NextState = CUP0;
					else if(Cup2) NextState = CUP1;
					else if(Cup3) NextState = CUP2;
					else if(Cup4) NextState = CUP3;
					else if(Cup5) NextState = CUP4;
					else if(Return) begin
						if(Z)NextState = RET1;
						else NextState = RET0;
							end
					else if(Start&&Ready) NextState = MAKE0;
					else if(Manage) NextState = MANAGE0;
					else NextState = IDLE;
						end
				COIN0 : NextState = CHECK;
				COIN1 : NextState = CHECK;
				COIN2 : NextState = CHECK;
				COIN3 : NextState = CHECK;
				CHECK: begin
					if(Exceed) NextState = EXCEED;
					else NextState = IDLE;
						end
				EXCEED: NextState = RET1;
				RET0  : NextState = RET1;
				RET1  : NextState = RET1a;
				RET1a : begin
					if(Z) NextState = RET2;
					else NextState = RET1b;
						end
				RET1b : NextState = RET2;
				RET2  : NextState = RET2a;
				RET2a : begin
					if(Z) NextState = RET3;
					else NextState = RET2b;
						end
				RET2b : NextState = RET2a;
				RET3  : NextState = RET3a;
				RET3a : begin
					if(Z) NextState = IDLE;
					else NextState = RET3b;
						end
				RET3b : NextState = INIT;
				COFF0 : NextState = IDLE;
				COFF1 : NextState = IDLE;
				CUP0 : NextState = CALC;
				CUP1 : NextState = CALC;
				CUP2 : NextState = CALC;
				CUP3 : NextState = CALC;
				CUP4 : NextState = CALC;
				CALC : NextState = IDLE;
				MAKE0 : NextState = MAKE0a; 
				MAKE0a: NextState = MAKE1; 
				MAKE1 : begin
					if(Z2)NextState = IDLE;  
					else NextState = MAKE2;
					end
				MAKE2 : begin
					if(Done) NextState = MAKE3;
					else NextState = MAKE2;
					end
				MAKE3 : begin
					if(TakeOut) NextState = MAKE1;
					else NextState = MAKE3;
					end
				MANAGE0 : begin
					if(Confirm) NextState = MANAGE1;
					else NextState = MANAGE0;
					end
				MANAGE1 : NextState = INIT;
				default: NextState = INIT;
			endcase
		end
	 always@(ActState)
		begin
			RST = 0; Kind = 0; Cups =0;
			CD_CNT = 0; CD_D = 0;
			LD_A = 0; LD_B = 0; LD_C = 0; LD_D = 0; LD_E = 0; LD_CNT = 0; LD_MEM = 0;
			Sel_DIV_IN = 0;
			Sel_A_IN = 0; Sel_ADD_IN = 0; Sel_DIVISOR = 0;
			DROP1000 = 0; DROP500 = 0; DROP100 = 0; DROP50 = 0;
			Making = 0; Coffee = 0;
			case(ActState)
				INIT : RST=1;
				IDLE :;
				COIN0 : begin 
					LD_A = 1;
					Sel_ADD_IN = 0;
					Sel_A_IN = 0;
					end
				COIN1 : begin 
					LD_A = 1;
					Sel_ADD_IN = 1;
					Sel_A_IN = 0;
					end 
				COIN2 : begin 
					LD_A = 1;
					Sel_ADD_IN = 2;
					Sel_A_IN = 0;
					end 
				COIN3 : begin 
					LD_A = 1;
					Sel_ADD_IN = 3;
					Sel_A_IN = 0;
					end 
				CHECK : begin
					LD_B = 1;
					LD_CNT = 1;
					Sel_DIV_IN = 1;  
					Sel_DIVISOR =3;  
					end
				EXCEED: begin
					LD_A =1;
					Sel_A_IN = 2;
					end
				RET0  : begin
					DROP1000 = 1;
					end
				RET1  : begin
					Sel_DIV_IN = 0;
					Sel_DIVISOR =2;
					LD_B = 1;
					LD_CNT = 1;
					end
				RET1a : ;
				RET1b : begin
					DROP500 = 1;
					end
				RET2  : begin
					Sel_DIV_IN = 0;
					Sel_DIVISOR =1;
					LD_B = 1;
					LD_CNT = 1;
					end
				RET2a : ;		
				RET2b  : begin
					DROP100 = 1;
					CD_CNT=1;
					end
				RET3  : begin
					Sel_DIV_IN = 0;
					Sel_DIVISOR =0;
					LD_B = 1;
					LD_CNT = 1;
					end
				RET3a : ;		
				RET3b  : begin
					DROP50 = 1;
					end
				COFF0 : begin
					LD_C = 1;
					Kind = 2'b01;
					end
				COFF1 : begin
					LD_C = 1;
					Kind = 2'b10;
					end
				CUP0 : begin
					LD_D = 1;
					Cups = 1;
					end
				CUP1 : begin
					LD_D = 1;
					Cups = 2;
					end
				CUP2 : begin
					LD_D = 1;
					Cups = 3;
					end
				CUP3 : begin
					LD_D = 1;
					Cups = 4;
					end
				CUP4: begin
					LD_D = 1;
					Cups = 5;
					end
				CALC: begin
					LD_E = 1;
					end
				MAKE0: begin
					LD_A = 1;
					Sel_A_IN =3;
					end
				MAKE0a : begin
					LD_B = 1;
					LD_CNT = 1;
					Sel_DIV_IN = 1;  
					Sel_DIVISOR =3;  
					end
				MAKE1: CD_D = 1;
				MAKE2: Making = 1;
				MAKE3: Coffee = 1;
				MANAGE0: ;
				MANAGE1: LD_MEM = 1;
				default;
			endcase
		end
	 always@(posedge CLK)
		begin
			ActState <= NextState;
		end
endmodule
`timescale 1ns / 1ps
module DataPath(
	 input CLK,input RST,
	 input LD_A,input LD_B,input LD_C,input LD_D,input LD_E, input LD_CNT, input LD_MEM,
	 input CD_D,input CD_CNT,
	 input Sel_DIV_IN,
	 input [1:0] Sel_A_IN,input [1:0] Sel_ADD_IN,input [1:0] Sel_DIVISOR,
	 input [1:0] Kind,input [2:0] Cups,
	 input [6:0] americano_price,input [6:0] ratte_price,
	 output Z,
	 output Z2,
	 output exceed,
	 output ready,
	 output [6:0] A
	 );
	 reg enough;
	 reg [1:0] C;
	 reg [2:0] D;
	 reg [6:0] A,B,E,CNT,ADD_IN,divisor,cost,sum,quotient,remainder,remain_money;
	 reg [6:0] A_IN,MEM[1:0];
	 wire [6:0]  DIV_IN;
	 always@(Sel_ADD_IN)
		case(Sel_ADD_IN)
			2'b00: ADD_IN = 1;
			2'b01: ADD_IN = 2;
			2'b10: ADD_IN = 10;
			2'b11: ADD_IN = 20;
			default:ADD_IN = 1;
		endcase
	 always@(ADD_IN or A)
		begin
			sum = ADD_IN+A;
		end
	 always@(Sel_A_IN or sum or remain_money)
		case(Sel_A_IN)
			2'b00: A_IN = sum;
			2'b01: A_IN = sum;
			2'b10: A_IN = 20;
			2'b11: A_IN = remain_money;
			default: A_IN = sum;
		endcase
	 always@(posedge CLK)
		begin
			if(RST) A <= 0;
			else if(LD_A) A <= A_IN;
		end
	 assign DIV_IN = Sel_DIV_IN ? A : B;
	 always@(Sel_DIVISOR)
		case(Sel_DIVISOR)
			2'b00: divisor = 1;
			2'b01: divisor = 2;
			2'b10: divisor = 10;
			2'b11: divisor = 20;
			default: divisor = 1;
		endcase
	 always@(DIV_IN or divisor)
		begin
			remainder = DIV_IN%divisor;
			quotient = DIV_IN/divisor;
		end
	 assign exceed = A>20;	
	 always@(posedge CLK)
		begin
			if(RST) B <= 0;
			else if(LD_B) B <= remainder;
		end
	 always@(posedge CLK)
		begin
			if(LD_CNT)CNT <= quotient;
			else if(CD_CNT) CNT <= CNT-1;
		end
	 assign Z = (CNT==0);
	 always@(posedge CLK)
		begin
			if(RST) C <= 0;
			else if(LD_C) C<= Kind;
		end
	 always@(posedge CLK)
		begin
			if(RST) D <= 0;
			else if(LD_D) D<= Cups;
			else if(CD_D) D<= D-1;
		end
	 assign Z2 = (D==0);
	 always@(posedge CLK)
		begin
			if(RST) E <= 0;
			else if(LD_E) E<= cost;
		end
	 always@(C or D)
		begin
			if(C==2'b01) cost = MEM[0]*D;
			else if(C==2'b10)cost = MEM[1]*D;
			else cost = 0;
		end
	 always@(A or E)
		begin
			enough = A>=E;
			remain_money = A-E;
		end
	 assign ready = enough&&(C>0)&&(D>0);
	 always@(posedge CLK)
		begin
			if(LD_MEM)
				begin
					MEM[0]<=americano_price;
				end
		end
endmodule
`timescale 1ns / 1ps
module UUT(
	 input CLK,input Done, input TakeOut,
	 input Start, input Return, input Manage,input Confirm,
	 input Americano, input Ratte,
	 input Cup1,input Cup2,input Cup3,input Cup4,input Cup5,
	 input Coin50,input Coin100,input Coin500,input Coin1000,
	 input [6:0] Americano_price,input [6:0] Ratte_price,
	 output Return50,output Return100,output Return500, output Return1000,
    output Making,output Coffee,
	 output [6:0] Sum
	 );
	 wire Z,Z2,Exceed,Ready;
	 wire LD_A,LD_B,LD_C,LD_D,LD_E,LD_CNT,LD_MEM,CD_D,CD_CNT,Sel_DIV_IN;
	 wire [1:0] Sel_A_IN,Sel_ADD_IN,Sel_DIVISOR,Kind;
	 wire [2:0] Cups;
	 DataPath datapath(CLK,RST,LD_A,LD_B,LD_C,LD_D,LD_E,LD_CNT,LD_MEM,
							CD_D,CD_CNT,Sel_DIV_IN,Sel_A_IN,Sel_ADD_IN,Sel_DIVISOR,
							Kind,Cups,Americano_price,Ratte_price,
							Z,Z2,Exceed,Ready,Sum);
	 ControlUnit controlunit(CLK, 
									Start,Return,Manage,Confirm,
									Americano,Ratte,
									Cup1,Cup2,Cup3,Cup4,Cup5,
									Coin50,Coin100,Coin500,Coin1000,Done, TakeOut,
									Z,Z2,Exceed,Ready,
									Making,Coffee,Return50,Return100,Return500,Return1000,RST, 
									LD_A,LD_B,LD_C,LD_D,LD_E,LD_CNT,LD_MEM,
									CD_D,CD_CNT,Sel_DIV_IN,Sel_A_IN,Sel_ADD_IN,Sel_DIVISOR,
									Kind,Cups
									);
endmodule
==> Changelog: implementation <==
## Implementation

* Outcome: finished clean
* Num CTS Buffers at 9
* Min Tclk post-route at roughly 9.3 ns
* Hpwl dp at 11400 um
* Largest net degree at the start of global routing at 30
* Vias per cell at 5.65
* WP data required at 9.93 ns
* Critical path peak fanout at 8
* Pre-Repair DR Iteration Count at 5
* GPL Wtd Cong at approximately 0.91
* Fin crit share at 95.8%
* I/O pin cnt at ~45
* Yosys chip area at approximately 0.006 sq mm
* Rel. slew slack at around half
* Hold Slack at roughly 0.46 ns
* Post-synthesis cell count at around 720
* Fraction of layout cells with a size suffix above 1 at between 10% and 20%
* Mean Syn Cell Area at ~8.2 sq um
* Critical Path Start Type: flop
* Number of standard cells reported by yosys at 715
* Yosys warnings at 11
* H-Tree Depth at 3
* Drt first-iter violations at between 200 and 250
* Critical Path Most Common Cell: ha_1
* Setup TNS at 0 ns
* Fmax achieved at 108 MHz
* Placed Instances at between 900 and 1k
* Placeable Area at 0.0114 sq mm
* First-pass GRT wire length at 23800 um
* Post-synthesis sequential area ratio at between 20% and 30%
* Setup violations, final at 0
* Remaining global-route overflow at 0
* Antenna violations before repair at 0
* Buffers on Ports at 37
* Clock Sinks at around 72
* Post-Syn Area at approximately 0.0059 sq mm
* Cts hold-fix bufs at 0
* Cell Area, Placed at slightly below 0.007 sq mm
* Clk latency late pin at roughly 0.33 ns
* Number of core rows at 39
* Yosys cell types at approximately 78
* Crit-path slowest cell: or3b_2
* Max clock buf depth at 2
* WL/cell at approximately 15 um
* Root Buffer Master: clkbuf_16
* Synth Flop Type: dfxtp_1
* Ys flops at 72
* Finished Layout Cells at approximately 960
* Setup CP Type: flop to flop
* Via count at around 5.4k
* Antenna Diode Count at 0
* Die width at 110 um
* Max Slew Vio Count at 0
* Detailed-route DRC error count at 0
* Design Area, Final at roughly 0.0074 sq mm
* Detail Route Antenna Nets at 0
* Async SR Flop Fraction at 0%
* Max Cap Viol at 0
* P&R area growth vs syn at 25.7%
* Fp util at roughly half
* Die Y at about 110 um
* Final hold violation count at 0
* Vias in the first global route at slightly below 5k
* Flip-flops with a built-in enable at 14
* Clock transition at path regs at around 0.060 ns
* Total wire length at 14700 um
* Total track usage at 26.0%
* Setup Skew at approximately 0.0075 ns
* Die Area at between 0.01 and 0.015 sq mm
* TritonCTS clock tree: done
* WP data arrival at roughly 9.5 ns
* CP max stage delay at 0.47 ns
* Worst Hold Class: flop to flop
* Tool warnings at 44
* Nature of the critical path endpoint: flop
* Worst-margin pin slew at 0.717 ns
## layer usage
metal  share of wire, %  wire length (um)  track usage [%]  up-vias
met5                  0                 0                0        -
met4               0.91               134             2.16        0
met3                3.4               503             3.06       15
met2                 48              7020             43.2      106
met1                 48              7070             38.9     2541
li1                   -                 -                -     2765
## flip-flops by register name, summed over array words and instances (netlist names), 2 cells and up
name and flops:
datapath.MEM 7, datapath.D 3, datapath.A 7, datapath.Sel_A_IN 2
datapath.Sel_ADD_IN 2, datapath.C 2, datapath.Kind 2, datapath.E 7
datapath.CNT 7, datapath.B 7, datapath.Cups 3, controlunit.ActState 6
datapath.Sel_DIVISOR 2
## worst max-delay path: cells and delay by family, from the launching register on
family                   cells  cell delay, ns
AND-OR/OR-AND               20            3.42
adder cells (fa/ha/maj)      6            1.85
buffers and inverters        4            0.65
flip-flops                   1            0.34
multiplexers                 1            0.32
AND/OR/NAND/NOR             13            2.58
## cell families after synthesis
family          Yosys count  synth area share, %
simple gates            261                 22.2
flops                    72                 26.9
mux                      22                 4.22
buf+inv                  79                 5.20
compound gates          185                 22.0
fa+ha+maj                64                 14.7
xor+xnor                 32                 4.77
## placed cells by master (no fill, tap or decap), types with 15 or more instances in the layout
| cell | n |
|---|---|
| buf_4 | 72 |
| o21ai_0 | 33 |
| a21oi_1 | 36 |
| ha_1 | 52 |
| xor2_1 | 15 |
| nor3_1 | 24 |
| clkdlybuf4s50_1 | 37 |
| o21a_1 | 16 |
| nand2b_1 | 15 |
| xnor2_1 | 17 |
| inv_1 | 53 |
| nor2_1 | 73 |
| dfxtp_1 | 55 |
| nand2_1 | 62 |
## final cells by class
cell class	instances	area, sq um
Tap cell	143	179
Clock inverter	6	90.1
Clock buffer	10	229
Timing Repair Buffer	110	922
Multi-Input combinational cell	564	4160
Fill cell	933	4040
Sequential cell	72	1590
Inverter	56	210
## synthesized netlist by cell type (16+ instances only)
cell | n | area (sq um)
o21ai_0 | 35 | 175
nor3_1 | 28 | 140
nand2_1 | 62 | 233
ha_1 | 56 | 701
nor2_1 | 75 | 282
o21a_1 | 16 | 120
xnor2_1 | 17 | 149
a21oi_1 | 39 | 195
dfxtp_1 | 58 | 1160
inv_1 | 54 | 203
clkbuf_1 | 19 | 71.3
## metrics by stage
stage	util [%]	worst slack, ns
final	64.6	0.410
after global routing	64.6	-0.110
after CTS	62.9	0.0344
after detailed placement	59.9	-0.229
after global placement	59.9	-0.0685
after floorplan	-	0.0215
## timing repair
item	CTS	global route
endpoints found under the setup margin	8	8
gates resized	5	36
setup buffers	1	4
pin swaps	1	13
## final timing paths
check,depth (start not counted),slack [ns],start,to
worst max-delay path,44,0.41,datapath.Sel_DIV_IN$_DFF_P_,datapath.B[6]$_SDFFE_PP0P_
worst min-delay path,2,0.46,datapath.Cups[1]$_SDFF_PP0_,datapath.D[1]$_SDFFE_PP0P_
worst max register to register,44,0.41,datapath.Sel_DIV_IN$_DFF_P_,datapath.B[6]$_SDFFE_PP0P_
worst min register to register,2,0.46,datapath.Cups[1]$_SDFF_PP0_,datapath.D[1]$_SDFFE_PP0P_
